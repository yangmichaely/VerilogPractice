--- design/flow/config.mk ---
export PLATFORM = sky130hd
export DESIGN_NAME = factorial
export DESIGN_NICKNAME = factorial
export VERILOG_FILES = /design/flow/design.v
export SDC_FILE = /design/flow/constraint.sdc
export NUM_CORES = 4
export LEC_CHECK = 1
export CORE_UTILIZATION = 30
--- design/flow/constraint.sdc ---
current_design factorial

set clk_period 9.9
set clk_io_pct 0.2

create_clock -name clk0 -period $clk_period [get_ports {clk}]

set non_clock_inputs [all_inputs -no_clocks]
set_input_delay [expr $clk_period * $clk_io_pct] -clock clk0 $non_clock_inputs
set_output_delay [expr $clk_period * $clk_io_pct] -clock clk0 [all_outputs]
--- design/flow/design.v ---
module divider(
	input wire [31:0] dividend,
	input wire [31:0] divisor,
	input clk,
	output wire [31:0] quotient,
	output wire [31:0] remainder
);
	parameter init = 2'b00;
	parameter shift = 2'b01;
	parameter store = 2'b10;
	reg [31:0] q;
	reg [31:0] temp_dividend;
	reg [31:0] i;
	reg [1:0] state = init;
	assign quotient = q;
	assign remainder = temp_dividend;
	always @(dividend, divisor) begin
		i <= 0;
		q <= 0;
		temp_dividend <= dividend;
	end
	always @(posedge clk) begin
		if(i < 32 && (divisor << i) >= divisor && temp_dividend >= (divisor << i)) begin
			temp_dividend <= temp_dividend - (divisor << i);
			q <= q + (1 << i);
		end
		i <= i + 1;
	end
endmodule
module factorial(
	input wire [31:0] val,
	output wire[31:0] factorial,
	input clk,
	output ready,
	output overflow
);
	parameter init = 2'b00;
	parameter multiply = 2'b01;
	parameter store = 2'b10;
	reg [31:0] counter;
	reg [31:0] ans = 1;
	reg [1:0] state = init;
	reg readyBit = 0;
	reg overflowBit = 0;
	assign overflow = (val > 11) ? 1 : overflowBit;
	assign ready = (val > 11) ? 1 : readyBit;
	assign factorial = (val > 11) ? 0 : ans;
	always @(posedge clk) begin
		case(state)
			init: begin
				readyBit = 0;
				overflowBit = 0;
				counter = val;
				ans = 1;
				state = multiply;
			end
			multiply: begin
				ans = ans * counter;
				counter = counter - 1;
				if(counter > 1) begin
					state = multiply;
				end
				else begin
					state = store;
				end
			end
			store: begin
				readyBit = 1;
				state = store;
			end
		endcase
	end
endmodule
module average(
	input wire [31:0] in,
	input clk,
	output wire [31:0] avg,
	output ready,
	output overflow
);
	localparam init = 2'b00;
	localparam sum = 2'b01;
	localparam store = 2'b10;
	reg [31:0] counter;
	reg [31:0] ans;
	reg state = init;
	reg [31:0] temp;
	reg readyBit;
	reg overflowBit;
	always @(posedge clk) begin
		case(state)
			init: begin
				counter = 0;
				ans = 0;
				temp = 0;
				readyBit = 0;
				overflowBit = 0;
				state = sum;
			end
			sum: begin
				counter = counter + 1;
				if(counter >= 7) begin
					readyBit = 1;
					state = store;
				end
				else begin
					temp = ans + in;
					if(temp < ans || temp < in) begin
						overflowBit = 1;
						ans = 0;
						readyBit = 1;
						state = store;
					end
					else begin
						ans = temp;
					end
				end
			end
			store: begin
				state = store;
			end
		endcase
	end
	assign avg = ans / 6;
	assign ready = readyBit;
	assign overflow = overflowBit;
endmodule
module stream(
	input wire [31:0] first_stream,
	input wire [31:0] second_stream,
	input clk,
	output wire[31:0] running_sum
);
	reg [31:0] sum = 0;
	always @(posedge clk) begin
		sum <= running_sum;
	end
	assign running_sum = sum + first_stream + second_stream;
endmodule
--- design/flow/run.sh ---
#!/bin/bash
# OpenROAD 26Q1-2900-gdf79404cd8, Yosys 0.63+post, stock flow scripts
make -C /OpenROAD-flow-scripts/flow DESIGN_CONFIG=/design/flow/config.mk WORK_HOME=/design/flow/orfs finish
==> reports/qor.yml <==
timing:
  finalCriticalPeriod_ns: 7.51
  setup_slack_ns: 2.39
  tns_ns: 0
  slew_headroom: 0.393
  fmax_ghz: 0.133
  slew_viol_final: 0
  fin_worst_skew_ns: 0.0254
  final_hold_viol_count: 0
  rsz0062_at_grt: "false"
  tightest_slew_ns: 0.910
  fin_crit_sh: 0.759
  setup_viol: 0
global_route:
  grt_pass1_wl_mm: 86.8
  grt_usage: 0.180
  grt_antenna_before_repair: 0
  grt_pass1_vias: 15000
  grt_max_degree: 74
  gr-total-overflow: 0
cts:
  worstSkewPairLatency_ns: 0.38
  cts_buffer_depth: 2
  path_clk_slew_ns: 0.07
  post_cts_buffers: 0
  cts_resized: 0
  cts_tree: "yes"
  cts_buffers: 9
  clock_sink_count: 67
  cts-root-buf: "clkbuf_16"
  h-tree-depth: 3
  hold_buffers: 0
floorplanning:
  fp_util: 0.306
  die_area_sq_um: 65800
  rows: 92
  num_io_pins: 67
  fp.dieW_um: 257
  die_y_um: 257
  core_area_sq_um: 63500
layout:
  final_util: 0.335
  synthToLayoutAreaGrowth_pct: 9.53
  fin_cells: 2968
  drive_gt1_frac: 0.0306
placement:
  portBuffers: 66
  dp_hpwl_mm: 41.8
  place_ws_ns: 2.35
  gp_congestion: 0.944
  dp.cells: 2952
synth:
  seq_area_frac_synth: 0.103
  ys_types: 57
  synth.avg_cell_area_sq_um: 9.12
  mappedNetlistArea_sq_um: 19400
  synth_cells: 2132
  flop_cell: "edfxtp_1"
  yosys_warnings: 1
  ys_chip_area_sq_um: 19400
  edf_count: 67
  synth_flops: 67
  ys_cells: 2132
  synth_async_sr_flop_share: 0
setup_path:
  cp-start-kind: "flip-flop"
  critical_path_required_ns: 10.10
  cp-end-kind: "flip-flop"
  critPathArrivalTime_ns: 7.72
  rrSetupSlack_ns: 2.39
  crit_type: "flip-flop to flip-flop"
  crit_fanout: 24
power:
  p_clk_frac: 0.539
  p_total_mw: 0.722
  internal-power_mw: 0.549
  p_seq_frac: 0.428
  combPwrFrac: 0.033
  p_sw_mw: 0.173
  power_density_nw_per_um2: 33.9
  leakagePower_nw: 9.88
  irDropWorstVdd_mv: 0.0642
  p_sw_frac: 0.239
route:
  drc: 0
  drt-total-wl_mm: 53.6
  drt_iter0_drc: 646
  vias_per_cell: 4.66
  n_antenna_cell: 0
  wl_per_cell_um: 18.1
  final_antenna_net_count: 0
  vias: 13800
  drtPass1Iterations: 7
worst_hold_path:
  hp-class: "flip-flop to flip-flop"
job:
  drv_cap: 0
  warning_count: 30
outcome:
  status: "completed"
worst max-delay path, stage by stage (launching register included):
cell and delay, ns:
edfxtp_1 0.95, nand2_1 0.19, fa_1 0.59, inv_1 0.06, fa_1 0.43, inv_1 0.08, fa_1 0.43, fa_1 0.49
inv_1 0.05, fa_1 0.47, fa_1 0.54, inv_1 0.05, fa_1 0.45, fa_1 0.48, inv_1 0.04, ha_1 0.35
nand2_1 0.10, o21ai_0 0.09, o41ai_1 0.40, o21ai_0 0.25, o211ai_1 0.27, a21oi_1 0.11, or3_1 0.34, a21boi_0 0.16
cells in the mapped netlist, drive strengths merged, types with 8 or more instances:
cell      n  area [sq um]
inv     411          1540
fa      408          8170
and2    315          1970
nand2   296          1110
ha      130          1630
clkbuf  126           473
xnor2    80           701
edfxtp   67          2010
nor2     58           218
a21oi    54           270
xor2     26           228
o21ai    22           110
nor4     15          93.8
nor3     12          65.1
nand2b   11          68.8
a21o      8          60.1
registers in the layout, indices dropped and copies added, names as in the netlist:
name	flops
counter	32
readyBit	1
ans	32
state	2
path summary, 6_finish.rpt:
check / start / end / cells past startpoint
hold reg to reg: counter[3] / counter[3] / 2
setup reg to reg: ans[9] / ans[31] / 23
setup / recovery: ans[9] / ans[31] / 23
hold / removal: counter[3] / counter[3] / 2
cells in the final DEF, fill, tap and decap left out, drive strengths merged, types with 5 or more instances in the layout:
master         instances
a21oi                 54
ha                   130
o21ai                 22
nand2b                11
or3                    7
a211oi                 5
xnor2                 80
or4                    6
o211ai                 7
a31oi                  7
inv                  415
a21o                   8
nor3                  12
edfxtp                67
nand3                  6
clkbuf                 9
and2                 315
nor2b                  5
fa                   408
xor2                  26
buf                   36
clkdlybuf4s50         66
nor4                  15
nand2                296
nor2                  58
area by class of cell:
type                    instances  area [sq um]
repair buffers                102           931
fillers                      6410         42200
flip-flops and latches         67          2010
well taps                     846          1060
clock buffers                   9           225
inverters                     411          1540
multi-input cells            1526         15400
clock inverters                 7           105
through the flow:
stage	hold WS (ns)	cell area, sq um
final	0.686	21300
after global routing	0.704	21300
after CTS	0.691	21300
after detailed placement	0.671	21000
after global placement	0.667	21000
after floorplan	0.634	19400
kinds of logic (layout without fill, tap and decap cells):
logic type	after synthesis	in the layout	synth area share
DFF	67	67	0.103
and+or+nand+nor	752	752	0.198
xor gates and xnor gates	107	107	0.0489
AOI/OAI and AO/OA	122	122	0.0378
adders and majority gates	538	538	0.504
muxes	7	7	0.00380
buffers and inverters	539	529	0.104
power by group through the flow:
stage / combinational, mW / sequential [mW] / clock [mW]
6_report: 0.0239 / 0.309 / 0.389
5_1_grt: 0.0259 / 0.309 / 0.407
4_1_cts: 0.0239 / 0.309 / 0.396
per-layer routing:
metal | part of all wire | vias up | track usage
met1 | 0.44 | 6806 | 0.266
met5 | 0 | - | 0
li1 | - | 6317 | -
met3 | 0.14 | 42 | 0.101
met4 | 0.011 | 0 | 0.0162
met2 | 0.41 | 661 | 0.246
Power figures rest on the tool's default switching activity, not on a simulated workload.
